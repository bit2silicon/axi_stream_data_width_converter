## flow/config.mk

```make
export PLATFORM = sky130hd
export DESIGN_NAME = axis_width_upsizer
export DESIGN_NICKNAME = axis_width_upsizer
export VERILOG_FILES = /design/flow/design.v
export SDC_FILE = /design/flow/constraint.sdc
export NUM_CORES = 4
export LEC_CHECK = 1
export CORE_UTILIZATION = 40
```

## flow/constraint.sdc

```tcl
current_design axis_width_upsizer

set clk_period 1.9
set clk_io_pct 0.2

create_clock -name clk0 -period $clk_period [get_ports {aclk}]

set non_clock_inputs [all_inputs -no_clocks]
set_input_delay [expr $clk_period * $clk_io_pct] -clock clk0 $non_clock_inputs
set_output_delay [expr $clk_period * $clk_io_pct] -clock clk0 [all_outputs]
```

## flow/design.v

```verilog
`timescale 1ns / 1ps
module axis_width_upsizer # (
    parameter integer C_S00_AXIS_TDATA_WIDTH = 4,
    parameter integer C_M00_AXIS_TDATA_WIDTH = 16,
    parameter integer NUM_OF_BEATS = C_M00_AXIS_TDATA_WIDTH / C_S00_AXIS_TDATA_WIDTH
  )
  (
    input wire aclk,
    input wire aresetn,                  
    input wire [C_S00_AXIS_TDATA_WIDTH-1:0] S_AXIS_TDATA,
    input wire        S_AXIS_TVALID,     
    input wire        S_AXIS_TLAST,      
    output wire       S_AXIS_TREADY,     
    output wire [C_M00_AXIS_TDATA_WIDTH-1:0] M_AXIS_TDATA,
    output wire         M_AXIS_TVALID,   
    output wire         M_AXIS_TLAST,    
    input wire          M_AXIS_TREADY    
  );
  localparam integer IDLE = 0,
             COLLECT = 1,
             SEND_OUTPUT = 2;
  reg [C_S00_AXIS_TDATA_WIDTH-1:0]  buffer [0:NUM_OF_BEATS-1];
  reg [2:0]   count;
  reg         m_tvalid, m_tlast;
  reg [1:0]   curr_state, next_state;
  reg last_beat_seen;
  integer i;
  reg [C_M00_AXIS_TDATA_WIDTH-1:0] data_to_send_on_M_TDATA;
  wire AXIS_HANDSHAKE;
  assign AXIS_HANDSHAKE = S_AXIS_TVALID && S_AXIS_TREADY;
  assign M_AXIS_TDATA  = data_to_send_on_M_TDATA;
  assign M_AXIS_TLAST  = M_AXIS_TVALID && m_tlast;
  assign M_AXIS_TVALID = m_tvalid;
  assign S_AXIS_TREADY = (curr_state == IDLE || curr_state==COLLECT);
  always@(posedge aclk)
  begin
    if(!aresetn)
      curr_state <= IDLE;
    else
      curr_state <= next_state;
  end
  always@(*)
  begin
    case(curr_state)
      IDLE:
      begin
        if(AXIS_HANDSHAKE)
          next_state = S_AXIS_TLAST ? SEND_OUTPUT : COLLECT;
        else
          next_state = IDLE;
      end
      COLLECT:
      begin
        if(S_AXIS_TVALID && (count==NUM_OF_BEATS-1 || S_AXIS_TLAST))
          next_state = SEND_OUTPUT;
        else
          next_state = COLLECT;
      end
      SEND_OUTPUT:
      begin
        if(M_AXIS_TREADY)
          next_state = IDLE;
        else
          next_state = SEND_OUTPUT;
      end
      default:
        next_state = 'hx;
    endcase
  end
  always@(posedge aclk)
  begin
    if(!aresetn)
      last_beat_seen <= 0;
    else
    begin
      case(curr_state)
        IDLE:
        begin
          m_tlast <= 0;
          if(S_AXIS_TVALID)
          begin
            last_beat_seen <= S_AXIS_TLAST;
          end
        end
        COLLECT:
        begin
          if(S_AXIS_TVALID)
          begin
            last_beat_seen <= S_AXIS_TLAST;
          end
        end
        SEND_OUTPUT:
        begin
          m_tlast <= last_beat_seen;
          if(M_AXIS_TREADY && last_beat_seen)   
            last_beat_seen <= 1'b0;
        end
      endcase
    end
  end
  always@(posedge aclk)
  begin
    if(!aresetn)
      count<=0;
    else
    begin
      case(curr_state)
        IDLE:
        begin
          if(AXIS_HANDSHAKE && !S_AXIS_TLAST)
            count <= count + 1;
          else
            count <= count;
        end
        COLLECT:
        begin
          if(AXIS_HANDSHAKE && !S_AXIS_TLAST)
            count <= count + 1;
          else
            count <= count;
        end
        SEND_OUTPUT:
        begin
          count <= 0;
        end
      endcase
    end
  end
  always@(posedge aclk)
  begin
    if(!aresetn)
      for(i=0; i<=NUM_OF_BEATS; i=i+1)
        buffer[i] <= 0;
    else
    begin
      case(curr_state)
        IDLE:
        begin
          for(i=0; i<=NUM_OF_BEATS; i=i+1)
            buffer[i] <= 0;
          if(AXIS_HANDSHAKE)
            buffer[count] <= S_AXIS_TDATA;
          else
            buffer[count] <= buffer[count];
        end
        COLLECT:
        begin
          if(AXIS_HANDSHAKE)
            buffer[count] <= S_AXIS_TDATA;
          else
            buffer[count] <= buffer[count];
        end
      endcase
    end
  end
  always@(posedge aclk)
  begin
    if(!aresetn)
    begin
      m_tvalid <= 0;
      data_to_send_on_M_TDATA <= 0;
    end
    else
    begin
      case(curr_state)
        SEND_OUTPUT:
        begin
          m_tvalid <= 1;
          for(i=0; i<NUM_OF_BEATS; i=i+1)
          begin
            data_to_send_on_M_TDATA[i*C_S00_AXIS_TDATA_WIDTH +: C_S00_AXIS_TDATA_WIDTH] <= buffer[i];
          end
        end
        default:
        begin
          m_tvalid <= 0;
          data_to_send_on_M_TDATA <= data_to_send_on_M_TDATA;
        end
      endcase
    end
  end
endmodule
```

## flow/run.sh

```bash
#!/bin/bash
# OpenROAD 26Q1-2900-gdf79404cd8, Yosys 0.63+post, stock flow scripts
make -C /OpenROAD-flow-scripts/flow DESIGN_CONFIG=/design/flow/config.mk WORK_HOME=/design/flow/orfs finish
```

==> CHANGELOG.md <==
### Changed

- Largest net degree at the start of global routing: 26
- Placed instance area: 2240 um2
- Least-Margin Pin Slew: 0.455 ns
- Fmax achieved: 0.601 GHz
- Slew margin rel.: 0.697
- CP endpoint kind: primary output
- RSZ-0062 raised after global routing: false
- HPWL after DPL: 2670 um
- Reg2Reg Depth: 3
- Fp_density: 0.423
- Setup Buffers After CTS: 0
- CTS buffer count: 5
- CTS Hold Bufs: 0
- Register area share after synthesis: 0.548
- Die Y-Extent: 70.6 um
- Final total power: 1.81 mW
- Final core occ: 0.523
- CP max FO: 4
- Min Tclk post-route: 1.67 ns
- Fin crit share: 0.876
- Total track usage: 0.168
- Final GP Congestion: 0.855
- Fill cell count: 386
- Pwr/cell area: 778 nW/um2
- Initial drt markers: 48
- Die span in x: 70.6 um
- Setup slack at placement: 0.0497 ns
- Comb power frac: 0.113
- CTS Root Buffer Type: clkbuf_8
- Vias in the first global route: 1357
- Boundary Pins: 28
- Status: finished clean
- Number of diodes: 0
- Area reported by Yosys stat: 1880 um2
- Design area: 2330 um2
- Grt total ovfl: 0
- GR Util met1: 0.249
- Ys Warns: 1
- Total Wirelength: 3650 um
- Setup Crit Path Kind: register to primary output
- Cts repair resizes: 0
- Die area: 4980 um2
- Yosys cell types: 27
- Slowest stage delay, CP: 0.47 ns
- Seq pwr share: 0.570
- Final Hold Fails: 0
- Placeable Area: 4440 um2
- H-tree depth: 2
- Row cnt: 24
- Hold/Removal Path Class: register to register
- Crit path required time: 1.52 ns
- NetSw: 0.411 mW
- 1st-pass router iterations: 20
- Max rail drop VDD: 0.000308 V
- Setup-failing EPs final: 0
- Slowest CP cell: clkdlybuf4s50_1
- Met2 Usage GRT: 0.255
- Wire per inst: 14.0 um
- Mapped Cells: 173
- Fin. max-slew vios: 0
- Initial antenna violation count: 0
- # DRC: 0
- Max Cap Viol: 0
- Routed Antenna Nets: 0
- Avg Cell Area, Syn: 10.9 um2
- Sum Neg Setup Slack: 0 ns
- Reg area: 1030 um2
- Gate Area: 791 um2
- Met3 usage in global routing: 0.0679
- Mapped cell area: 1880 um2
- Clock Power Share: 0.317
- Worst-path clk slew: 0.08 ns
- First-pass GRT wire length: 6310 um
- Busiest layer in global routing: met2
- P_leak: 0.841 nW
- Int Pwr: 1.40 mW
- Switch share: 0.227
- Critical path arrival: 1.29 ns
- Cells along the critical path: nor2_1 -> inv_1 -> clkdlybuf4s50_1
- Port Buffers: 27
- Via count: 1314
- TritonCTS Sinks: 43
- Cells on Worst Hold Path: 2
- Share of layout cells above drive strength 1: 0.111
- Yosys cell count: 173
- Worst clock skew: 0.00615 ns
- Number of OpenROAD warnings: 28
- Clock Tree Buf Depth: 2
- P&R area growth vs syn: 23.7%
- CP Launch Type: register
- Vias per cell: 5.05
- Yosys reg bits: 43
- Insertion Delay late pin: 0.29 ns
- CTS tree: built
- Setup WS post-layout: 0.235 ns
[power by group through the flow]
stage	clock network [mW]	logic, mW	registers [mW]
4_1_cts	0.591	0.205	1.03
6_report	0.574	0.205	1.03
5_1_grt	0.641	0.226	1.04
[cells in the final DEF (no fill, tap or decap), drive strengths merged]
cell and instances:
a211oi 2, a21o 1, a21oi 2, a22oi 1
and2 2, and2b 1, buf 7, clkbuf 7
clkdlybuf4s50 27, clkinv 1, dfxtp 26, edfxtp 17
ha 5, inv 7, mux2 6, mux2i 16
nand2 20, nand2b 4, nand3 1, nor2 4
nor2b 19, nor3 17, o2111a 1, o21a 3
o22ai 8, or2 1, or3 1, or3b 1
[routing by layer]
metal / routed length, um / share of wire / vias to the layer above
met1: 1730 / 0.47 / 602
li1: - / - / 671
met2: 1680 / 0.46 / 36
met5: 0 / 0 / -
met3: 204 / 0.056 / 5
met4: 38 / 0.010 / 0
[through the flow]
stage                     cells  hold slack [ns]
after floorplan             173            0.446
after global placement      252            0.454
after detailed placement    252            0.463
after CTS                   260            0.474
after global routing        260            0.519
final                       260            0.471
[critical path: cells and delay by family (launching register included)]
kind / cells / cell delay [ns]
AND/OR/NAND/NOR: 1 / 0.07
flip-flops: 1 / 0.34
buffers and inverters: 2 / 0.58
[final timing paths]
check | endpoint | from | slack (ns)
min | count[2] | count[2] | 0.47
max | S_AXIS_TREADY | curr_state[0] | 0.23
max reg2reg | buffer[2][3] | register | 0.25
min reg2reg | count[2] | count[2] | 0.47
[area by class of cell]
| type | instances | share of cell area |
|---|---|---|
| sequential | 43 | 0.443 |
| clock inverter | 1 | 0.00161 |
| tap | 52 | 0.0280 |
| timing repair buffer | 34 | 0.139 |
| multi-input combinational | 116 | 0.340 |
| clock buffer | 7 | 0.0371 |
| inverter | 7 | 0.0113 |
[logic make-up after synthesis]
| kind of cell | synth area share |
|---|---|
| flip-flops | 0.548 |
| adder cells (fa/ha/maj) | 0.0333 |
| AND/OR/NAND/NOR | 0.196 |
| multiplexers | 0.121 |
| buffers and inverters | 0.0313 |
| AND-OR/OR-AND | 0.0699 |
[flip-flops by register name, indices dropped and copies added (netlist names), named ones only]
register / cells
buffer: 16
data_to_send_on_M_TDATA: 16
count: 3
curr_state: 3
last_beat_seen: 1
m_tlast: 1
m_tvalid: 1
[Yosys cell counts]
cell	number	share of area
buf_2	5	0.013
mux2i_1	16	0.085
and2b_2	1	0.0047
clkbuf_1	2	0.0040
a211oi_1	2	0.0080
a21o_1	1	0.0040
nand3_1	1	0.0027
nor3_1	17	0.045
or2_2	1	0.0033
and2_1	2	0.0067
nor2b_1	19	0.063
ha_1	5	0.033
o22ai_1	8	0.027
o2111a_1	1	0.0060
nand2b_1	4	0.013
or3b_4	1	0.0060
a22oi_1	1	0.0040
o21a_1	2	0.0080
o21a_4	1	0.0080
a21oi_1	2	0.0053
or3_1	1	0.0033
nor2_1	4	0.0080
mux2_2	6	0.036
dfxtp_1	26	0.28
edfxtp_1	17	0.27
nand2_1	20	0.040
inv_1	7	0.014
No activity file was given, so power comes from the tool's default toggle rates.
